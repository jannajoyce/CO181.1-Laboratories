File: flow/constraint.sdc
current_design Output

set clk_period 5.6
set clk_io_pct 0.2

create_clock -name clk0 -period $clk_period

set non_clock_inputs [all_inputs -no_clocks]
set_input_delay [expr $clk_period * $clk_io_pct] -clock clk0 $non_clock_inputs
set_output_delay [expr $clk_period * $clk_io_pct] -clock clk0 [all_outputs]
File: flow/run.sh
#!/bin/bash
# OpenROAD 26Q1-2900-gdf79404cd8, Yosys 0.63+post, stock flow scripts
make -C /OpenROAD-flow-scripts/flow DESIGN_CONFIG=/design/flow/config.mk WORK_HOME=/design/flow/orfs finish
File: flow/design.v
module Output(
    input [2:0] controlinput,        
    input [31:0] programcounter,
    input [31:0] instr,
    input [31:0] ALU_A,
    input [31:0] ALU_B,
    input [31:0] ALU_OUT,
    input [31:0] Serial_OUT,
    output reg [31:0] display      
);
always @(*) begin
    case (controlinput)
        3'b000: display = 32'b0;           
        3'b001: display = programcounter;  
        3'b010: display = instr;           
        3'b011: display = ALU_A;           
        3'b100: display = ALU_B;           
        3'b101: display = ALU_OUT;         
        3'b110: display = Serial_OUT;      
        default: display = 32'b111111;     
    endcase
end
endmodule
File: flow/config.mk
export PLATFORM = sky130hd
export DESIGN_NAME = Output
export DESIGN_NICKNAME = Output
export VERILOG_FILES = /design/flow/design.v
export SDC_FILE = /design/flow/constraint.sdc
export NUM_CORES = 4
export LEC_CHECK = 1
export CORE_AREA = 10 10 96 96
export DIE_AREA = 0 0 106 106
export SYNTH_HDL_FRONTEND = slang
==> impl_metrics.toml <==
# yosys + openroad results
[route]
routed_wirelength_um = 10400
route.vias.total = 2512
first_iter_violations = 86
antenna_cells = 0
vias_per_cell = 4.88
drcViolationCount = 0
drt.antenna.violating_nets = 0
route.detailed.wl_per_inst_um = 20.1
drt_pass1_iterations = 4

[place]
place_area_um2 = 3900
io_buffer_count = 227
gp_congestion = 0.827
dp.final_hpwl_um = 8770

[yosys]
mappedNetlistArea_um2 = 1680
ys_top_cells_by_area = "mux2_2, mux2i_1, a221oi_1"
yosysCellCount = 212
postSynthCellCount = 212
synthesis.yosys.warnings = 0
top_cell_area_share = 0.188
post_synth.cell_area_avg_um2 = 7.91
yosys.stat.seqShare = 0
yosys.stat.chipArea_um2 = 1680
largest_area_cell = "mux2_2"
ys_top_cells_by_count = "a221oi_1, mux2_2, mux2i_1, a21oi_1, nand2_1"
post_synth_num_cell_types = 32

[global_route]
grt_first_pass_wirelength_um = 15100
grt_pass1_vias = 2605
grt_usage = 0.168
maximum_number_of_pins_on_one_net_before_global_route_repair = 40
overflow = 0
grt_antenna_before_repair = 0

[setup_path]
critical_path.endpoint_type = "primary output"
required_ps = 4480
worst-setup-path-type = "in -> out"
timing.critical_path.from_type = "input port"
critical_path_peak_fanout = 39
critPathArrivalTime_ps = 3170

[timing]
finalClockPeriodUsage = 0.766
timing_max_transition_violations_final = 0
timing.slew.headroom = 0.518
setup_viol = 0
finalWorstPathRequiredPeriod_ps = 4290
tns_setup_ps = 0
final-hold-violation-count = 0
max_clock_freq_mhz = 233
tightest_slew_ps = 722
hold_ws_ps = 3170
rsz_0062_raised_after_global_routing = "false"

[power]
ir_worst_vdd_v = 0.0000339
total_power_per_unit_cell_area_nw_per_um2 = 76.7
power.static_leakage_nw = 1.44
comb_power_share = 1.000
p_int_mw = 0.213
pwr-share-seq = 0
p_sw_frac = 0.287
share_clk_of_total_power = 0
power.net_switching_mw = 0.0857

[clock_network]
post_cts_resized = 0
cts_setup_buffers = 0
cts.hold.buffers_added = 0

[flow_run]
tool_warnings = 32
cap_viol_max_count = 0

[layout]
num-clock-buffers = 0
final_design_area_no_fill_um2 = 3900
drive_above_1_share = 0.103
area_growth_pct = 132
ff_latch_area_um2 = 0
seq_cell_count = 0

[min_path]
min-delay-path-class = "in -> out"

[run_status]
outcome = "completed"

[floorplan]
floorplanUtilization = 0.233
die_h_um = 106
io_pins = 227
num_rows = 31
chipArea_um2 = 11200
core_region_area_um2 = 7210
die-width_um = 106
cell type report:
| cell class | instances | area (um2) |
|---|---|---|
| Timing Repair Buffer | 233 | 2300 |
| Inverter | 1 | 3.75 |
| Tap cell | 99 | 124 |
| Fill cell | 681 | 3320 |
| Multi-Input combinational cell | 182 | 1470 |
final timing paths:
path	depth (start not counted)	slack [ps]	end	startpoint
max	6	1310	display[12]	controlinput[1]
min	3	3170	display[8]	controlinput[1]
placed cells by master, fill, tap and decap left out, types with 3 or more instances in the layout:
master / instances
nand2_1: 16
clkdlybuf4s50_1: 224
or2_2: 3
buf_4: 6
o211ai_1: 3
mux2i_1: 25
mux2_2: 28
buf_2: 3
a22oi_1: 6
a31oi_1: 8
a221oi_1: 28
a2bb2oi_1: 14
o21a_1: 3
a32oi_1: 3
a21oi_1: 17
or2_0: 5
nor2b_1: 4
nand3_1: 3
per-layer routing:
layer / track usage / up-vias / wire [um]
li1: - / 1271 / -
met1: 0.203 / 1131 / 4210
met2: 0.305 / 108 / 5360
met3: 0.0471 / 2 / 761
met4: 0.00484 / 0 / 29
met5: 0 / - / 0
logic make-up (layout without fill, tap and decap cells):
group | count (synthesis) | count (layout) | synth area share
AOI/OAI and AO/OA | 91 | 91 | 0.415
buffers and inverters | 30 | 234 | 0.125
and+or+nand+nor | 36 | 36 | 0.106
muxes | 55 | 55 | 0.355
metrics by stage:
stage	std cells	util	setup slack, ps	total power, mW
6_report	515	0.540	1310	0.299
5_1_grt	515	0.540	1140	0.323
4_1_cts	515	0.540	1300	0.303
3_5_place_dp	515	0.540	1310	0.301
3_3_place_gp	515	0.540	1320	0.301
2_1_floorplan	212	-	2530	0.107
power by group through the flow:
stage	combinational [mW]	clock [mW]	sequential, mW
after CTS	0.303	0	0
final	0.299	0	0
after global routing	0.323	0	0
critical path: stages:
cell             delay [ps]
buf_2                   390
buf_4                   480
mux2_2                  380
a221oi_1                270
a21oi_1                  70
clkdlybuf4s50_1         430
No activity file was given, so power comes from the tool's default toggle rates.
