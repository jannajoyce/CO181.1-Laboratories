<file path="design/flow/config.mk">
export PLATFORM = sky130hd
export DESIGN_NAME = inst_rom_lab7test
export DESIGN_NICKNAME = inst_rom_lab7test
export VERILOG_FILES = /design/flow/design.v
export SDC_FILE = /design/flow/constraint.sdc
export NUM_CORES = 4
export LEC_CHECK = 1
export CORE_AREA = 10 10 70 70
export DIE_AREA = 0 0 80 80
export SYNTH_HDL_FRONTEND = slang
export SYNTH_MEMORY_MAX_BITS = 65536
</file>
<file path="design/flow/constraint.sdc">
current_design inst_rom_lab7test

set clk_period 1.5
set clk_io_pct 0.2

create_clock -name clk0 -period $clk_period

set non_clock_inputs [all_inputs -no_clocks]
set_input_delay [expr $clk_period * $clk_io_pct] -clock clk0 $non_clock_inputs
set_output_delay [expr $clk_period * $clk_io_pct] -clock clk0 [all_outputs]
</file>
<file path="design/flow/design.v">
module inst_rom_lab7test (
    input clock,
    input reset,
    input [31:0] addr_in,
    output reg [31:0] data_out
);
    parameter ADDR_WIDTH = 10;
    reg [31:0] rom [0:2**ADDR_WIDTH-1];
    integer i;  
    initial begin
        rom[0]  = 32'h00400a20;
        rom[1]  = 32'h20504a01;
        rom[2]  = 32'h20504a01;
        rom[3]  = 32'h20504a01;
        rom[4]  = 32'h20504a01;
        rom[5]  = 32'h20504a01;
        rom[6]  = 32'h20504a01;
        rom[7]  = 32'h20504a01;
        rom[8]  = 32'h20504a01;
        rom[9]  = 32'h20504a01;
        rom[10] = 32'h20504a01;
        rom[11] = 32'h20504a01;
        rom[12] = 32'h20504a01;
        rom[13] = 32'h20504a01;
        rom[14] = 32'h20504a01;
        rom[15] = 32'h01000b20;
        rom[16] = 32'h00004bad;
        rom[17] = 32'h20586b01;
        rom[18] = 32'h04004bad;
        rom[19] = 32'h20586b01;
        rom[20] = 32'h08004bad;
        rom[21] = 32'h20586b01;
        rom[22] = 32'h0c004bad;
        rom[23] = 32'h20586b01;
        rom[24] = 32'h10004bad;
        rom[25] = 32'h20586b01;
        rom[26] = 32'h14004bad;
        rom[27] = 32'h20586b01;
		  for (i = 28; i < 2**ADDR_WIDTH; i = i + 1) begin
            rom[i] = 32'h00000000;
        end
    end
    always @(*) begin
        if (reset) begin
            data_out <= 32'h00000000;  
        end else begin
            data_out <= {
                rom[addr_in[ADDR_WIDTH+1:2]][7:0], 
                rom[addr_in[ADDR_WIDTH+1:2]][15:8], 
                rom[addr_in[ADDR_WIDTH+1:2]][23:16], 
                rom[addr_in[ADDR_WIDTH+1:2]][31:24]
            };
        end
    end
endmodule
</file>
<file path="design/flow/run.sh">
#!/bin/bash
# OpenROAD 26Q1-2900-gdf79404cd8, Yosys 0.63+post, stock flow scripts
make -C /OpenROAD-flow-scripts/flow DESIGN_CONFIG=/design/flow/config.mk WORK_HOME=/design/flow/orfs finish
</file>
==> impl_metrics.yaml <==
# synthesis and place-and-route metrics
run_status:
  status: "finished with violations"
  violations: "negative setup slack"
final_layout:
  final_cell_mix: "buf_2 (23), conb_1 (14), buf_6 (9), buf_4 (9)"
  area_growth_pct: 108
  seqCellArea_um2: 0
  drive_gt1_share_pct: 67.4
  seq_cells: 0
  lay_top_count: "buf_2"
  clock_buffers: 0
floorplan:
  ios: 66
  die_w_um: 80
  die_h_um: 80
  core_area_um2: 3420
  row_count: 21
  dieArea_um2: 6400
  fp_util_pct: 10.5
route:
  drtPass1Iterations: 3
  drtAntennaViolNets: 0
  wirelength_um: 1580
  drt_first_iter_violations: 43
  drc: 0
  num_vias: 447
  n_antenna_cell: 0
  viasPerCell: 3.31
  wl_per_cell_um: 11.7
placed_design:
  pre_cts_slack_ns: -0.879
  finalWeightedCongestion: 0.718
  hpwl_um: 1200
  io_buffers: 29
synthesis:
  yosys_area_um2: 358
  syn_area_um2: 358
  yosys.stat.seqShare_pct: 0
  ys_cells: 52
  ys_warn_count: 0
  synth_cell_types: 19
  postSynthAreaPerCell_um2: 6.88
  synthCells: 52
critical_path:
  worstPathArrival_ns: 1.37
  path_class: "primary input to output port"
  crit_fanout: 3
  startpoint_type: "primary input"
  cp.required_ns: 1.20
  critPathCaptureType: "output port"
grt:
  grt_first_pass_wirelength_um: 2310
  grt_pass1_vias: 468
  grt_start_max_net_pins: 9
  grt_util_all_layers_pct: 4.34
  antenna_found_initial: 0
  grt-ovfl-total: 0
timing:
  hold_ws_ns: 0.948
  timing.final.ws_setup_ns: -0.172
  fmax_mhz: 598
  period_needed_ns: 1.67
  grt_setup_unrepaired: "true"
  finalHoldViolCount: 0
  setup_viol: 18
  fin_crit_sh_pct: 111
  slew_viol_final: 0
power_and_ir_drop:
  leakagePower_nw: 0.372
  power.density_nw_per_um2: 133
  peakVddDrop_uv: 22.7
hold_path:
  whs_endpoint: "data_out[19]"
  worstHoldStart: "addr_in[5]"
  whs_path_depth: 3
  hold_path.class: "primary input to output port"
flow_run:
  maxCapViolations: 0
  log.warning_count: 57
## synth_stat cells, drive strengths merged
cell    number  area (um2)
nor3         1        5.00
nand3        1        5.00
nand2        5        23.8
clkbuf       1        3.75
o22ai        1        6.26
nand3b       1        7.51
nor3b        3        27.5
a21oi        5        25.0
nor2         7        26.3
nor4         1        21.3
conb         1        3.75
a31oi        1        6.26
o21bai       1        7.51
or3          1        11.3
nand4b       1        15.0
a211oi       1        12.5
buf         20         150
## per-stage QoR
| step | power [W] | TNS (ns) | std cells | cell area, um2 | utilization (%) |
|---|---|---|---|---|---|
| floorplan | 0.0000517 | 0 | 65 | 407 | - |
| global placement | 0.0000834 | -14.83 | 125 | 646 | 18.9 |
| detailed placement | 0.0000835 | -14.91 | 125 | 646 | 18.9 |
| CTS | 0.0000945 | -1.68 | 133 | 714 | 20.9 |
| global route | 0.000109 | -3.58 | 135 | 746 | 21.8 |
| finish | 0.0000989 | -1.97 | 135 | 746 | 21.8 |
## how the worst max path moves through the flow
stage / from / end / slack, ns / cells after the start
after CTS: addr_in[10] / data_out[4] / -0.18 / 7
final: addr_in[8] / data_out[4] / -0.17 / 7
after global routing: addr_in[8] / data_out[4] / -0.27 / 7
## cells by family after synthesis
logic type	after synthesis	synth area share (%)
AND-OR/OR-AND	9	16.1
buffers and inverters	21	43.0
other	1	1.05
AND/OR/NAND/NOR	21	39.9
## repair_timing
| action | in CTS | in global routing |
|---|---|---|
| endpoints found under the hold margin | 0 | 0 |
| endpoints found under the setup margin | 18 | 18 |
| cloned | 0 | 0 |
| setup buffers | 8 | 4 |
| pin swaps | 13 | 5 |
| resized | 118 | 5 |
| hold buffers | 0 | 0 |
## area by class of cell
cell class / instances / area, um2
multi-input cells: 44 / 365
well taps: 46 / 57.6
fillers: 392 / 2670
repair buffers: 45 / 323
## power by group
group | switching (W) | internal [W]
registers | 0 | 0
logic | 0.0000530 | 0.0000460
clock network | 0 | 0
total | 0.0000530 | 0.0000460
## critical path, cell delays in order
cell      delay (ns)
buf_6           0.10
nor4_4          0.27
buf_4           0.17
nand4b_4        0.13
buf_6           0.14
nor3b_2         0.15
buf_2           0.12
## layer usage
layer | wire length [um] | global-route usage [%] | part of all wire (%)
met3 | 166 | 1.70 | 11
met4 | 0 | 0 | 0
met5 | 0 | 0 | 0
met1 | 684 | 5.60 | 43
met2 | 725 | 7.06 | 46
No activity file was given, so power comes from the tool's default toggle rates.
